### config.mk
export PLATFORM = sky130hd
export DESIGN_NAME = LMUL
export DESIGN_NICKNAME = LMUL
export VERILOG_FILES = /design/flow/design.v
export SDC_FILE = /design/flow/constraint.sdc
export NUM_CORES = 4
export LEC_CHECK = 1
export CORE_UTILIZATION = 40
### constraint.sdc
current_design LMUL

set clk_period 32.5
set clk_io_pct 0.2

create_clock -name clk0 -period $clk_period

set non_clock_inputs [all_inputs -no_clocks]
set_input_delay [expr $clk_period * $clk_io_pct] -clock clk0 $non_clock_inputs
set_output_delay [expr $clk_period * $clk_io_pct] -clock clk0 [all_outputs]
### design.v
module MODULE_ADDER(
	input wire iData_A, iData_B, iData_Ci, 
	output wire oData_Co, oPartialResult
);
assign {oData_Co, oPartialResult} = iData_A + iData_B + iData_Ci;
endmodule
module MODULE_MULTIPLIER
(
	input wire [15:0] wA,
	input wire [15:0] wB,
	output wire [15:0]wResult
);
wire [3:0] wCarry[2:0];
assign wResult[0] = wA[0]&wB[0];
wire [3:0] wRow0Result;
MODULE_ADDER bit1row0(wA[0]&wB[1], wA[1]&wB[0], 0, wCarry[0][0], wRow0Result[0]);
MODULE_ADDER bit2row0(wA[2]&wB[0], wA[1]&wB[1], wCarry[0][0], wCarry[0][1], wRow0Result[1]);
MODULE_ADDER bit3row0(wA[3]&wB[0], wA[2]&wB[1], wCarry[0][1],wCarry[0][2], wRow0Result[2]);
MODULE_ADDER bit4row0(0, wA[3]&wB[1], wCarry[0][2], wCarry[0][3], wRow0Result[3]);
wire [3:0] wRow1Result;
MODULE_ADDER bit1row1(wA[0]&wB[2], wRow0Result[1], 0, wCarry[1][0], wRow1Result[0]);
MODULE_ADDER bit2row1(wA[1]&wB[2], wRow0Result[2], wCarry[1][0], wCarry[1][1], wRow1Result[1]);
MODULE_ADDER bit3row1(wA[2]&wB[2], wRow0Result[3], wCarry[1][1],wCarry[1][2], wRow1Result[2]);
MODULE_ADDER bit4row1(wCarry[0][3], wA[3]&wB[2], wCarry[1][2], wCarry[1][3], wRow1Result[3]);
wire [3:0] wRow2Result;
MODULE_ADDER bit1row2(wA[0]&wB[3], wRow1Result[1], 0, wCarry[2][0], wRow2Result[0]);
MODULE_ADDER bit2row2(wA[1]&wB[3], wRow2Result[2], wCarry[2][0], wCarry[2][1], wRow2Result[1]);
MODULE_ADDER bit3row2(wA[2]&wB[3], wRow2Result[3], wCarry[2][1],wCarry[2][2], wRow2Result[2]);
MODULE_ADDER bit4row2(wCarry[1][3], wA[3]&wB[3], wCarry[2][2], wCarry[2][3], wRow2Result[3]);
wire [7:0] Zeros;
assign Zeros = 7'd0;
assign wResult[15:1] = {Zeros, wCarry[2][3], wRow2Result, wRow1Result[0], wRow0Result[0]};
endmodule
module LMUL 
(
input wire [15:0] iData_A ,
input wire [15:0] iData_B ,
output wire [31:0] oResult 
);
wire[15:0] wCarry [14:0];
wire[15:0] wPartial_Results[14:0];
	genvar CurrentRow, CurrentCol;
	generate
	for ( CurrentCol = 0; CurrentCol < 16; CurrentCol = CurrentCol + 1)
		begin : MUL_COL
			for ( CurrentRow = 0; CurrentRow < 16 -1; CurrentRow = CurrentRow + 1)
				begin : MUL_ROW
					if(CurrentRow == 0)
						begin
							if (CurrentCol == 16 -1) 
								begin
									MODULE_ADDER MyAdder
									(
										.iData_A (iData_B[ CurrentRow+1] & iData_A[CurrentCol]),
										.iData_B (0),
										.iData_Ci( wCarry[ CurrentRow ][ CurrentCol-1 ] ),
										.oData_Co( wCarry[ CurrentRow ][ CurrentCol ]),
										.oPartialResult( wPartial_Results[CurrentRow][CurrentCol])
									);
								end
							else if (CurrentCol == 0) 
								begin
									MODULE_ADDER MyAdder
									(
										.iData_A(iData_B[0] & iData_A[1]),
										.iData_B(iData_B[1] & iData_A[0]),
										.iData_Ci( 0 ),
										.oData_Co( wCarry[ CurrentRow ][ CurrentCol ]),
										.oPartialResult( wPartial_Results[CurrentRow][CurrentCol])
									);
								end
							else
								begin 
									MODULE_ADDER MyAdder
									(
										.iData_A(iData_B[CurrentRow] & iData_A[CurrentCol+1]),
										.iData_B(iData_B[CurrentRow+1] & iData_A[CurrentCol]),
										.iData_Ci( wCarry[ CurrentRow ][ CurrentCol-1 ] ),
										.oData_Co( wCarry[ CurrentRow ][ CurrentCol]),
										.oPartialResult( wPartial_Results[CurrentRow][CurrentCol])
									);
								end
						end
					else 
						begin
							if (CurrentCol == 16 -1) 
								begin
									MODULE_ADDER MyAdder
									(
										.iData_A ( iData_B[ CurrentRow+1] & iData_A[CurrentCol]),
										.iData_B ( wCarry[ CurrentRow-1][ CurrentCol ]),
										.iData_Ci( wCarry[ CurrentRow  ][ CurrentCol-1 ] ),
										.oData_Co( wCarry[ CurrentRow  ][ CurrentCol ]),
										.oPartialResult( wPartial_Results[CurrentRow][CurrentCol])
									);
								end
							else if (CurrentCol == 0) 
								begin
									MODULE_ADDER MyAdder
									(
										.iData_A( wPartial_Results[CurrentRow-1][CurrentCol+1]),
										.iData_B( iData_B[CurrentRow+1] & iData_A[CurrentCol]),
										.iData_Ci( 0 ),
										.oData_Co( wCarry[ CurrentRow ][ CurrentCol ]),
										.oPartialResult( wPartial_Results[CurrentRow][CurrentCol])
									);
								end
							else
								begin 
									MODULE_ADDER MyAdder
									(
										.iData_A( wPartial_Results[CurrentRow-1][CurrentCol+1]),
										.iData_B( iData_B[CurrentRow+1] & iData_A[CurrentCol]),
										.iData_Ci( wCarry[ CurrentRow ][ CurrentCol-1 ] ),
										.oData_Co( wCarry[ CurrentRow ][ CurrentCol]),
										.oPartialResult( wPartial_Results[CurrentRow][CurrentCol])
									);
								end
						end
				end
			if(CurrentCol < 15)
				begin
					assign oResult [CurrentCol+1] = wPartial_Results[CurrentCol][0]; 	
					assign oResult [CurrentCol+16] = wPartial_Results[16 - 2][CurrentCol+1];
				end
		end
	endgenerate
	assign oResult [0]  = iData_A[0] & iData_B[0];
	assign oResult [31] = wCarry[14][15];
endmodule
module TWO_BITS_LUT_MULT 
(
input wire [15:0] iData_A,  
input wire [1:0] iTWO_BITS_Data_B,  
output reg [15:0] oPartial_Result  
);
always @ (*) 
	case (iTWO_BITS_Data_B)
		0: oPartial_Result = 0;  
		1: oPartial_Result = iData_A;  
		2: oPartial_Result = iData_A >> 1;  
		3: oPartial_Result = (iData_A >> 1) + iData_A;  
	endcase
endmodule
module FOUR_BITS_LUT_MULT
(
input wire [15:0] iData_A,  
input wire [3:0] iFOUR_BITS_Data_B,  
output wire [15:0] oPartial_Result  
);
wire [15:0] lower_bits_result, higher_bits_result;
TWO_BITS_LUT_MULT lower_bits_mult
(
	.iData_A( iData_A ),
	.iTWO_BITS_Data_B( iFOUR_BITS_Data_B[1:0] ),
	.oPartial_Result( lower_bits_result )
);
TWO_BITS_LUT_MULT higher_bits_mult
(
	.iData_A( iData_A ),
	.iTWO_BITS_Data_B( iFOUR_BITS_Data_B[3:2] ),
	.oPartial_Result( higher_bits_result )
);
assign oPartial_Result = lower_bits_result + (higher_bits_result << 2);
endmodule
module EIGHT_BITS_LUT_MULT
(
input wire [15:0] iData_A,
input wire [7:0] iEIGHT_BITS_Data_B,
output wire [15:0] oPartial_Result
);
wire [15:0] lower_bits_result, higher_bits_result;
FOUR_BITS_LUT_MULT lower_bits_mult
(
	.iData_A( iData_A ),
	.iFOUR_BITS_Data_B( iEIGHT_BITS_Data_B[3:0] ),
	.oPartial_Result( lower_bits_result )
);
FOUR_BITS_LUT_MULT higher_bits_mult
(
	.iData_A( iData_A ),
	.iFOUR_BITS_Data_B( iEIGHT_BITS_Data_B[7:4] ),
	.oPartial_Result( higher_bits_result )
);
assign oPartial_Result = lower_bits_result + (higher_bits_result << 4);
endmodule
module LUT_MULT
(
input wire [15:0] iData_A,
input wire [15:0] iData_B,
output wire [15:0] oResult
);
wire [15:0] lower_bits_result, higher_bits_result;
EIGHT_BITS_LUT_MULT lower_bits_mult
(
	.iData_A( iData_A ),
	.iEIGHT_BITS_Data_B( iData_B[7:0] ),
	.oPartial_Result( lower_bits_result )
);
EIGHT_BITS_LUT_MULT higher_bits_mult
(
	.iData_A( iData_A ),
	.iEIGHT_BITS_Data_B( iData_B[15:8] ),
	.oPartial_Result( higher_bits_result )
);
assign oResult = lower_bits_result + (higher_bits_result << 8);
endmodule
### run.sh
#!/bin/bash
# OpenROAD 26Q1-2900-gdf79404cd8, Yosys 0.63+post, stock flow scripts
make -C /OpenROAD-flow-scripts/flow DESIGN_CONFIG=/design/flow/config.mk WORK_HOME=/design/flow/orfs finish
==> out/results.tsv <==
stage	metric	value	unit
grt	GRT Util Overall	0.124	
hold_path	Hold Crit Depth	4	
sta	Final setup viols	0	
worst_setup_path	Critical Path Max Stage Delay	0.60	ns
die	die width	134	um
sta	hold slack final	13.80	ns
place	pre-CTS WS	-2.20	ns
drt	routed via count	3821	
sta	RSZ-0062 raised after global routing	yes	
hold_path	Hold Crit Start	iData_A[1]	
worst_setup_path	crit end category	output port	
place	Port Buffers	64	
cells_and_area	filler instances	1476	
die	Die Y	134	um
place	routability congestion estimate	0.742	
cells_and_area	Layout clock buffers	0	
yosys	Max-area cell share	0.642	
drt	DR pass1 iterations	4	
run_status	status	complete, no violations	
yosys	area leader, netlist	fa_1	
flow_run	Tool Warnings	34	
yosys	mapped cell area	0.00699	mm^2
sta	minimum clock period	32.03	ns
worst_setup_path	Buffers & Inverters on Critical Path	5	
die	Floorplan Utilization	0.415	
cells_and_area	Flop area	0	um^2
sta	pins over their slew limit	0	
sta	Max Fclk	31.2	MHz
place	hpwl dp	8950	um
cells_and_area	Area Overhead vs Synth	14.4	%
worst_setup_path	Critical Path Source Type	input port	
sta	final hold violations	0	
yosys	Post-Synthesis Cells	603	
cells_and_area	Cell Count, Final, Fillers Out	842	
drt	antenna-violating nets left	0	
yosys	syn avg cell area	11.6	um^2
drt	Routed WL	9360	um
sta	fin crit share	0.986	
worst_setup_path	class of the most critical setup path	input port to output port	
yosys	synthesis area per yosys	0.00699	mm^2
drt	vias per cell	4.54	
yosys	Synth Seq Share	0	
grt	initial antenna violation count	0	
sta	Worst slew margin	0.619	
die	FP Rows	47	
place	placed cells	841	
die	die area	0.0180	mm^2
hold_path	WHS Endpoint	oResult[1]	
worst_setup_path	most used cell, CP	fa_2	
worst_setup_path	Slowest-stage cell, CP	fa_2	
drt	DR WL/cell	11.1	um
die	core area	0.0168	mm^2
drt	ant diodes	0	
yosys	leading post-synthesis cells by cell area	fa_1 (64%), and2_1 (15%), and2_2 (5.9%)	
grt	largest net degree at the start of global routing	17	
worst_setup_path	crit path DRT	26.00	ns
cells_and_area	seq_cells	0	
die	I/O Pins	64	
drt	initial drt markers	62	
sta	slew of the pin with the lowest slew margin	0.569	ns
flow_run	maxcap violations	0	
yosys	Syn. warnings	1	
worst_setup_path	CP Data Arrival Time	25.53	ns
cells_and_area	ratio of cells with drive above 1 in the final layout	0.469	
yosys	distinct lib cells	8	
worst_setup_path	CP top delay family	adder cells	
yosys	synth cell count leaders	fa_1 (224), and2_1 (163), and2_2 (55)	
cells_and_area	Gate Area	0.00680	mm^2
hold_path	worst hold path class	input port to output port	
drt	DRC violations left	0	
yosys	most frequent cell after synthesis	fa_1	
grt	global-route wire length before repair	18000	um
yosys	number of cells in Yosys stat	603	
worst_setup_path	Critical Path Fanout Max	2	
grt	vias in the first global route	4195	
grt	GR Overflow Total	0	
sta	fin worst setup slack	0.466	ns
per-layer routing:
layer  global-route usage  wire [um]  vias to the layer above
li1                     -          -                     1760
met2                0.206       4980                       48
met4             0.000624          0                        0
met3               0.0154        279                        0
met1                0.200       4100                     2013
met5                    0          0                        -
worst max-delay path by stage:
stage	start	endpoint	slack, ns	depth (start not counted)
5_1_grt	iData_B[1]	oResult[31]	-0.07	51
6_report	iData_A[3]	oResult[31]	0.47	48
4_1_cts	iData_A[0]	oResult[30]	0.01	51
layout make-up:
| type | instances | share of cell area |
|---|---|---|
| inverters | 44 | 0.0207 |
| multi-input cells | 496 | 0.850 |
| well taps | 220 | 0.0344 |
| repair buffers | 82 | 0.0951 |
metrics by stage:
stage,setup TNS [ns],util,instance area [um^2]
floorplan,-1.53,-,6990
global placement,-8.45,0.444,7470
detailed placement,-8.98,0.444,7470
CTS,0,0.476,8000
global route,-0.116,0.475,8000
finish,0,0.475,8000
repair_timing:
item,4_1_cts,5_1_grt
pin swaps,158,79
hold buffers,0,0
endpoints found under the setup margin,7,3
resized,209,28
buffers inserted,1,1
kinds of logic after synthesis:
| kind of cell | after synthesis | synth area share |
|---|---|---|
| buffers and inverters | 107 | 0.104 |
| and+or+nand+nor | 256 | 0.225 |
| adders and majority gates | 240 | 0.670 |
cells in the final DEF (no fill, tap or decap):
cell type        count
buf_4               17
inv_2                8
ha_4                 2
clkbuf_2             3
ha_1                14
buf_6                2
buf_2                1
inv_1               36
fa_1                23
and2_2              55
and2_4               3
fa_2               201
and2_1             160
nand2_1             38
clkdlybuf4s15_1      1
clkdlybuf4s50_1     58

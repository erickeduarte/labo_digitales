==> ./design.v <==
`timescale 1ns / 1ps
module RAM_DUAL_RW_PORT # ( parameter DATA_WIDTH= 16, parameter ADDR_WIDTH=8, parameter MEM_SIZE=8 )
(
	input wire						Clock,
	input wire						iWriteEnable0,
	input wire						iWriteEnable1,
	input wire [ADDR_WIDTH-1:0]	iReadAddress0,
	input wire [ADDR_WIDTH-1:0]	iReadAddress1,
	input wire [ADDR_WIDTH-1:0]	iWriteAddress0,
	input wire [ADDR_WIDTH-1:0]	iWriteAddress1,
	input wire [DATA_WIDTH-1:0]	iDataIn0,
	input wire [DATA_WIDTH-1:0]	iDataIn1,
	output reg [DATA_WIDTH-1:0] 	oDataOut0,
	output reg [DATA_WIDTH-1:0] 	oDataOut1
);
reg [DATA_WIDTH-1:0] Ram [MEM_SIZE-1:0];		
always @(posedge Clock) 
begin 
	if(! iWriteEnable1)
		begin
			oDataOut0 <=  ((iWriteAddress0 == iReadAddress0) && iWriteEnable0) ? iDataIn0 : Ram[iReadAddress0]; 
			oDataOut1 <=  ((iWriteAddress0 == iReadAddress1) && iWriteEnable0) ? iDataIn0 : Ram[iReadAddress1]; 
		end
	else 
		begin
			if (iWriteEnable0) 
				begin
					oDataOut0 <=  (iWriteAddress0 == iReadAddress0) ? iDataIn0 : ((iWriteAddress1 == iReadAddress0) ? iDataIn1: Ram[iReadAddress0]); 
					oDataOut1 <=  (iWriteAddress0 == iReadAddress1) ? iDataIn0 : ((iWriteAddress1 == iReadAddress1) ? iDataIn1: Ram[iReadAddress1]); 
				end
			else 
				begin
					oDataOut0 <=  (iWriteAddress1 == iReadAddress0) ? iDataIn1 : Ram[iReadAddress0]; 
					oDataOut1 <=  (iWriteAddress1 == iReadAddress1)  ? iDataIn1 : Ram[iReadAddress1]; 
				end
		end
	if (iWriteEnable0) 
		Ram[iWriteAddress0] <=  iDataIn0;
	if (iWriteEnable1) 
		Ram[iWriteAddress1] <=  iDataIn1; 
end 
endmodule
==> ./run.sh <==
#!/bin/bash
# OpenROAD 26Q1-2900-gdf79404cd8, Yosys 0.63+post, stock flow scripts
make -C /OpenROAD-flow-scripts/flow DESIGN_CONFIG=/design/flow/config.mk WORK_HOME=/design/flow/orfs finish
==> ./config.mk <==
export PLATFORM = sky130hd
export DESIGN_NAME = RAM_DUAL_RW_PORT
export DESIGN_NICKNAME = RAM_DUAL_RW_PORT
export VERILOG_FILES = /design/flow/design.v
export SDC_FILE = /design/flow/constraint.sdc
export NUM_CORES = 4
export LEC_CHECK = 1
export CORE_UTILIZATION = 50
==> ./constraint.sdc <==
current_design RAM_DUAL_RW_PORT

set clk_period 5.3
set clk_io_pct 0.2

create_clock -name clk0 -period $clk_period [get_ports {Clock}]

set non_clock_inputs [all_inputs -no_clocks]
set_input_delay [expr $clk_period * $clk_io_pct] -clock clk0 $non_clock_inputs
set_output_delay [expr $clk_period * $clk_io_pct] -clock clk0 [all_outputs]
==> qor.yml <==
outcome: "finished, final reports clean"
switching_power_mw: 0.864
max-clock-path-buffers: 2
p_sw_share_pct: 25.8
ff2ff_path_depth: 4
fp_util_pct: 51.7
grt_pass1_wl_um: 43600
crit_chain: "clkdlybuf4s50_1, nor2b_1, and2_1, or2_2"
end_kind: "register"
vias_per_cell: 6.69
synth_area_um2: 9790
area_growth_pct: 16.6
numSynthFlops: 160
cts_tree: "built"
placed_area_um2: 10800
detail_route.first_pass.iterations: 4
required_ns: 5.36
grt_max_degree: 35
path_max_fanout: 17
hpwl_um: 18200
ys_chip_area_um2: 9790
cts_post_setup_buffers_inserted: 0
ctsResizeCount: 0
edf_count: 128
finalWeightedCongestion: 0.890
synth_seq_share_pct: 45.8
io_pins: 99
cts_sinks: 160
p_int_mw: 2.48
dp_slack_ns: 1.28
cp-start-kind: "primary input"
ys_types: 33
finalHoldViolCount: 0
comb_power_share_pct: 17.8
max_stage_delay_ns: 0.99
grt_pass1_vias: 7000
crit_start: "iWriteAddress1[0]"
finClkSkew_ns: 0.00910
port_buffers: 98
rows: 50
clockPowerShare_pct: 37.1
min_path_cells: 4
powerDensity_nw_per_um2: 293
drt_iter0_drc: 442
holdBufCountCts: 0
hp-start: "Ram[7][10]"
vdd_ir_drop_max_mv: 0.219
logic_area_um2: 4840
worst-r2r-setup-slack_ns: 3.64
ys.flop_type: "edfxtp_1"
crit_arrival_ns: 3.73
ant_nets: 0
rsz0062_at_grt: "no"
critical_path_buf_inv_count: 1
clock_latency_ns: 0.43
yosysCellCount: 688
period_minus_slack_ns: 3.67
grt_usage_pct: 32.5
timing.rr.end: "oDataOut0[0]"
hold_class: "register to register"
setup_viol: 0
path_depth: 4
synthCells: 688
cp_top_family: "simple AND/OR/NAND/NOR gates"
cp-endpoint: "Ram[1][9]"
antenna_found_initial: 0
wl_um: 28900
ctsRootBufferMaster: "clkbuf_16"
ys_async_sr_fraction_pct: 0
gr-total-overflow: 0
dp.cells: 976
drc_errors: 0
timing.hold.ws_ns: 0.951
yosysWarnings: 1
drive_gt1_share_pct: 35.7
rr_startpoint: "Ram[2][0]"
setup_slack_ns: 1.63
design.core.area_um2: 19000
worstMarginPinSlew_ns: 1.25
leakage_nw: 3.74
period_used_pct: 69.2
die_x_um: 142
n_antenna_cell: 0
slew_violations: 0
register_area_um2: 4480
avgRoutedWirePerCell_um: 28.7
chipHeight_um: 142
stdcell_count: 1008
fin_setup_tns_ns: 0
syn_avg_cell_area_um2: 14.2
vias: 6741
htree_levels: 4
warnings: 25
dieArea_um2: 20100
slew_headroom_pct: 16.4
cp_slowest_cell: "and2_1"
clkTransAtPathRegs_ns: 0.06
fin_area_um2: 11400
seq_power_share_pct: 45.0
cts_inserted_buffers: 17
cap_viol_max_count: 0
fillerInstances: 1472
critPathKind: "primary input to register"
fmax_mhz: 273
==> cells in the mapped netlist, drive strengths merged, types with 4 or more instances <==
cell type / n / area, µm²
mux4: 64 / 1560
xor2: 14 / 123
buf: 79 / 422
clkbuf: 18 / 70.1
nand4: 35 / 219
nand2: 5 / 18.8
nor4: 34 / 243
and3: 4 / 25.0
mux2: 160 / 1800
dfxtp: 32 / 641
nand2b: 4 / 25.0
o21ai: 4 / 20.0
a31oi: 32 / 200
xnor2: 18 / 158
nor3: 6 / 50.1
o31ai: 32 / 240
nand3: 4 / 20.0
and2: 5 / 31.3
edfxtp: 128 / 3840
==> flip-flops by register name, indices dropped and copies added (netlist names) <==
name	cells
oDataOut0	16
oDataOut1	16
Ram	128
==> worst min-delay path by stage <==
stage | to | slack [ns]
final | oDataOut0[10] | 0.95
after global routing | oDataOut1[5] | 0.99
after CTS | oDataOut0[15] | 0.95
==> metrics by stage <==
step / util, % / power (mW)
3_5_place_dp: 57.1 / 2.12
3_3_place_gp: 57.1 / 2.11
5_1_grt: 60.2 / 3.47
6_report: 60.2 / 3.34
4_1_cts: 60.2 / 3.36
2_1_floorplan: - / 1.87
==> power groups by stage <==
stage / clock network, mW / registers, mW / logic, mW
final: 1.24 / 1.51 / 0.596
after global routing: 1.32 / 1.51 / 0.635
after CTS: 1.26 / 1.51 / 0.592
==> cell families after synthesis <==
logic type | after synthesis | synth area share [%]
flops | 160 | 45.8
compound gates | 70 | 4.86
simple gates | 105 | 7.11
xor+xnor | 32 | 2.86
mux | 224 | 34.4
buf+inv | 97 | 5.02
==> metal layers <==
layer,track usage (%),share of wire (%)
met1,48.1,39
met2,48.6,47
met3,13.3,11
met4,6.68,2.4
met5,0,0
==> cells in the final DEF, fill, tap and decap left out, types with 3 or more instances in the layout <==
cell type	instances
a31oi_1	32
clkbuf_16	17
xor2_1	14
clkdlybuf4s50_1	96
mux4_1	32
o21ai_2	4
clkinvlp_4	3
inv_8	3
mux2_2	160
nand2_1	5
mux4_2	32
buf_4	27
nand4_1	35
dfxtp_1	32
nor3_2	4
nor4_1	32
o31ai_1	32
and3_1	4
nand2b_1	4
xnor2_1	18
nand3_1	4
and2_1	3
edfxtp_1	128
inv_6	4
==> worst reg2reg max path, delay by kind of cell (launching register included) <==
family / cells / cell delay, ns
compound gates: 2 / 0.25
flops: 1 / 0.39
mux: 2 / 0.86
==> cell type report <==
type | instances | share of cell area (%)
well taps | 260 | 2.85
clock buffers | 17 | 3.73
flip-flops and latches | 160 | 39.3
clock inverters | 15 | 1.51
multi-input cells | 431 | 42.4
repair buffers | 125 | 10.3
Power and IR drop assume default switching activity.

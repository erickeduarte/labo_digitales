===== flow/config.mk =====
export PLATFORM = sky130hd
export DESIGN_NAME = LUT_MULT
export DESIGN_NICKNAME = LUT_MULT
export VERILOG_FILES = /design/flow/design.v
export SDC_FILE = /design/flow/constraint.sdc
export NUM_CORES = 4
export LEC_CHECK = 1
export CORE_UTILIZATION = 30

===== flow/constraint.sdc =====
current_design LUT_MULT

set clk_period 15.2
set clk_io_pct 0.2

create_clock -name clk0 -period $clk_period

set non_clock_inputs [all_inputs -no_clocks]
set_input_delay [expr $clk_period * $clk_io_pct] -clock clk0 $non_clock_inputs
set_output_delay [expr $clk_period * $clk_io_pct] -clock clk0 [all_outputs]

===== flow/design.v =====
module LMUL 
(
input wire [15:0] iData_A ,
input wire [15:0] iData_B ,
output wire [31:0] oResult 
);
wire[15:0] wCarry [14:0];
wire[15:0] wPartial_Results[14:0];
	genvar CurrentRow, CurrentCol;
	generate
	for ( CurrentCol = 0; CurrentCol < 16; CurrentCol = CurrentCol + 1)
		begin : MUL_COL
			for ( CurrentRow = 0; CurrentRow < 16 -1; CurrentRow = CurrentRow + 1)
				begin : MUL_ROW
					if(CurrentRow == 0)
						begin
							if (CurrentCol == 16 -1) 
								begin
									MODULE_ADDER MyAdder
									(
										.iData_A (iData_B[ CurrentRow+1] & iData_A[CurrentCol]),
										.iData_B (0),
										.iData_Ci( wCarry[ CurrentRow ][ CurrentCol-1 ] ),
										.oData_Co( wCarry[ CurrentRow ][ CurrentCol ]),
										.oPartialResult( wPartial_Results[CurrentRow][CurrentCol])
									);
								end
							else if (CurrentCol == 0) 
								begin
									MODULE_ADDER MyAdder
									(
										.iData_A(iData_B[0] & iData_A[1]),
										.iData_B(iData_B[1] & iData_A[0]),
										.iData_Ci( 0 ),
										.oData_Co( wCarry[ CurrentRow ][ CurrentCol ]),
										.oPartialResult( wPartial_Results[CurrentRow][CurrentCol])
									);
								end
							else
								begin 
									MODULE_ADDER MyAdder
									(
										.iData_A(iData_B[CurrentRow] & iData_A[CurrentCol+1]),
										.iData_B(iData_B[CurrentRow+1] & iData_A[CurrentCol]),
										.iData_Ci( wCarry[ CurrentRow ][ CurrentCol-1 ] ),
										.oData_Co( wCarry[ CurrentRow ][ CurrentCol]),
										.oPartialResult( wPartial_Results[CurrentRow][CurrentCol])
									);
								end
						end
					else 
						begin
							if (CurrentCol == 16 -1) 
								begin
									MODULE_ADDER MyAdder
									(
										.iData_A ( iData_B[ CurrentRow+1] & iData_A[CurrentCol]),
										.iData_B ( wCarry[ CurrentRow-1][ CurrentCol ]),
										.iData_Ci( wCarry[ CurrentRow  ][ CurrentCol-1 ] ),
										.oData_Co( wCarry[ CurrentRow  ][ CurrentCol ]),
										.oPartialResult( wPartial_Results[CurrentRow][CurrentCol])
									);
								end
							else if (CurrentCol == 0) 
								begin
									MODULE_ADDER MyAdder
									(
										.iData_A( wPartial_Results[CurrentRow-1][CurrentCol+1]),
										.iData_B( iData_B[CurrentRow+1] & iData_A[CurrentCol]),
										.iData_Ci( 0 ),
										.oData_Co( wCarry[ CurrentRow ][ CurrentCol ]),
										.oPartialResult( wPartial_Results[CurrentRow][CurrentCol])
									);
								end
							else
								begin 
									MODULE_ADDER MyAdder
									(
										.iData_A( wPartial_Results[CurrentRow-1][CurrentCol+1]),
										.iData_B( iData_B[CurrentRow+1] & iData_A[CurrentCol]),
										.iData_Ci( wCarry[ CurrentRow ][ CurrentCol-1 ] ),
										.oData_Co( wCarry[ CurrentRow ][ CurrentCol]),
										.oPartialResult( wPartial_Results[CurrentRow][CurrentCol])
									);
								end
						end
				end
			if(CurrentCol < 15)
				begin
					assign oResult [CurrentCol+1] = wPartial_Results[CurrentCol][0]; 	
					assign oResult [CurrentCol+16] = wPartial_Results[16 - 2][CurrentCol+1];
				end
		end
	endgenerate
	assign oResult [0]  = iData_A[0] & iData_B[0];
	assign oResult [31] = wCarry[14][15];
endmodule
module TWO_BITS_LUT_MULT 
(
input wire [15:0] iData_A,  
input wire [1:0] iTWO_BITS_Data_B,  
output reg [15:0] oPartial_Result  
);
always @ (*) 
	case (iTWO_BITS_Data_B)
		0: oPartial_Result = 0;  
		1: oPartial_Result = iData_A;  
		2: oPartial_Result = iData_A >> 1;  
		3: oPartial_Result = (iData_A >> 1) + iData_A;  
	endcase
endmodule
module FOUR_BITS_LUT_MULT
(
input wire [15:0] iData_A,  
input wire [3:0] iFOUR_BITS_Data_B,  
output wire [15:0] oPartial_Result  
);
wire [15:0] lower_bits_result, higher_bits_result;
TWO_BITS_LUT_MULT lower_bits_mult
(
	.iData_A( iData_A ),
	.iTWO_BITS_Data_B( iFOUR_BITS_Data_B[1:0] ),
	.oPartial_Result( lower_bits_result )
);
TWO_BITS_LUT_MULT higher_bits_mult
(
	.iData_A( iData_A ),
	.iTWO_BITS_Data_B( iFOUR_BITS_Data_B[3:2] ),
	.oPartial_Result( higher_bits_result )
);
assign oPartial_Result = lower_bits_result + (higher_bits_result << 2);
endmodule
module EIGHT_BITS_LUT_MULT
(
input wire [15:0] iData_A,
input wire [7:0] iEIGHT_BITS_Data_B,
output wire [15:0] oPartial_Result
);
wire [15:0] lower_bits_result, higher_bits_result;
FOUR_BITS_LUT_MULT lower_bits_mult
(
	.iData_A( iData_A ),
	.iFOUR_BITS_Data_B( iEIGHT_BITS_Data_B[3:0] ),
	.oPartial_Result( lower_bits_result )
);
FOUR_BITS_LUT_MULT higher_bits_mult
(
	.iData_A( iData_A ),
	.iFOUR_BITS_Data_B( iEIGHT_BITS_Data_B[7:4] ),
	.oPartial_Result( higher_bits_result )
);
assign oPartial_Result = lower_bits_result + (higher_bits_result << 4);
endmodule
module LUT_MULT
(
input wire [15:0] iData_A,
input wire [15:0] iData_B,
output wire [15:0] oResult
);
wire [15:0] lower_bits_result, higher_bits_result;
EIGHT_BITS_LUT_MULT lower_bits_mult
(
	.iData_A( iData_A ),
	.iEIGHT_BITS_Data_B( iData_B[7:0] ),
	.oPartial_Result( lower_bits_result )
);
EIGHT_BITS_LUT_MULT higher_bits_mult
(
	.iData_A( iData_A ),
	.iEIGHT_BITS_Data_B( iData_B[15:8] ),
	.oPartial_Result( higher_bits_result )
);
assign oResult = lower_bits_result + (higher_bits_result << 8);
endmodule

===== flow/run.sh =====
#!/bin/bash
# OpenROAD 26Q1-2900-gdf79404cd8, Yosys 0.63+post, stock flow scripts
make -C /OpenROAD-flow-scripts/flow DESIGN_CONFIG=/design/flow/config.mk WORK_HOME=/design/flow/orfs finish

==> flow_metrics.tcl <==
# yosys + openroad results
set metrics [dict create \
    die-area_mm2 0.01298 \
    cp-start-kind "input pin" \
    period_used_share 0.8931 \
    setup-tns-final_ns 0 \
    yosysUniqueCellTypes 41 \
    drive_above_1_share 0.1118 \
    fp.dieH_um 113.9 \
    drtPass1Iterations 4 \
    antenna_cells 0 \
    mi_logic_area_mm2 0.003453 \
    whs_path_depth 6 \
    grt_max_degree 20 \
    crit_fanout 19 \
    grt_pass1_wl_mm 16.77 \
    grt_pass1_vias 3455 \
    min_to "oResult[1]" \
    area_leaders "ha_1 (16%), mux2_2 (14%), fa_1 (13%)" \
    p_leak_nw 1.981 \
    hpwlAfterDp_mm 8.104 \
    fmax_mhz 73.66 \
    hold_viol_final 0 \
    outcome "completed" \
    wirelength_mm 9.881 \
    top_cell "ha_1" \
    wire_per_inst_um 14.97 \
    critPathBufInv 4 \
    drt-met1-wl_mm 4.809 \
    drt_iter0_drc 248 \
    antenna_found_initial 0 \
    grt_setup_unrepaired "no" \
    critPathSlowestCell "clkdlybuf4s50_1" \
    yosysChipArea_mm2 0.003757 \
    dr_wl_met3_um 585 \
    cpMostUsedCell "xnor2_1" \
    warning_count 32 \
    tightest_slew_ns 0.7810 \
    yosys_warnings 1 \
    fillers 1276 \
    antenna_left 0 \
    die_w_um 113.9 \
    hp-class "input pin to primary output" \
    core_util_floorplan 0.3102 \
    cpPeakStageDelay_ns 0.87 \
    rows 40 \
    clockBufferCount 0 \
    via_per_inst 5.168 \
    portBuffers 48 \
    via_count 3411 \
    flops 0 \
    cap_violations 0 \
    grt-ovfl-total 0 \
    core-area_mm2 0.01211 \
    wl_met2_mm 4.295 \
    ios 48 \
    drc_errors 0 \
    crit_type "input pin to primary output" \
    yosysSeqAreaShare 0 \
    syn-cell-area_mm2 0.003757 \
    path_delay_family "XOR/XNOR gates" \
    highest_layer "met4" \
    layout.area.seq_um2 0 \
    top_area_cell "ha_1" \
    maxSlewHeadroom 0.4782 \
    ir_drop_uv 94.42 \
    arrival_ns 10.54 \
    critical_path_required_ns 12.16 \
    common_cells "ha_1 (49), inv_1 (47), mux2_2 (46), a22o_1 (42), xnor2_1 (32)" \
    finalSetupViolCount 0 \
    min_from "iData_B[1]" \
    fin_crit_ns 13.58 \
    syn_to_final_growth_pct 16.18 \
    ys_cells 470 \
    fin_util 0.3604 \
    cts_resized 0 \
    endpoint_kind "primary output" \
    powerDensity_mw_per_mm2 152.1 \
    place_congestion 0.9021 \
    slew_violations 0 \
    synthCells 470 \
    postCtsSetupBuffers 0 \
    postSynthAreaPerCell_um2 7.994 \
    top_cell_area_share 0.1632 \
    postCtsHoldBufs 0 \
    track_usage 0.1620 \
]
==> layer usage <==
layer  track usage  vias up
met5             0        -
met4       0.03377        0
met3       0.01570       10
met2        0.2667       99
met1        0.2340     1578
li1              -     1724
==> metrics by stage <==
step / instance area [µm²] / hold slack (ns) / std cells / worst slack, ns / power, mW
2_1_floorplan: 3757 / 6.269 / 470 / 3.208 / 0.4189
3_3_place_gp: 4365 / 7.444 / 660 / 1.706 / 0.6678
3_5_place_dp: 4365 / 7.468 / 660 / 1.633 / 0.6721
4_1_cts: 4365 / 7.470 / 660 / 1.623 / 0.6748
5_1_grt: 4365 / 7.494 / 660 / 1.024 / 0.7555
6_report: 4365 / 7.456 / 660 / 1.625 / 0.6638
==> power by group <==
group	total (mW)	internal, mW	switching [mW]	leakage, nW
Combinational	0.664	0.390	0.274	1.98
Sequential	0	0	0	0
Clock	0	0	0	0
Total	0.664	0.390	0.274	1.98
==> final cells by class <==
type               count  share of cell area
multi-input cells    391              0.7911
repair buffers        54              0.1204
well taps            168             0.04815
inverters             47             0.04041
==> cell families after synthesis <==
| logic type | Yosys count | share of synthesized area |
|---|---|---|
| AOI/OAI and AO/OA | 146 | 0.2747 |
| and+or+nand+nor | 81 | 0.09790 |
| buffers and inverters | 79 | 0.08092 |
| adders and majority gates | 74 | 0.2964 |
| muxes | 49 | 0.1472 |
| xor gates and xnor gates | 41 | 0.1029 |
==> layout by cell type, fill, tap and decap left out, types with 4 or more instances in the layout <==
cell type	instances
clkdlybuf4s50_1	48
inv_1	47
a22oi_1	22
nand2_1	25
buf_4	6
o21ai_0	21
o21a_1	4
nor2_1	28
a31oi_1	5
fa_1	25
ha_1	49
xnor2_1	32
a21oi_1	29
nor3_1	5
o21bai_1	5
nor2b_1	13
a21o_1	7
a22o_1	42
xor2_1	7
mux2_2	46
==> worst max-delay path by stage <==
stage                 depth (start not counted)           to       start  slack [ns]
final                                        33  oResult[15]  iData_A[1]        1.62
after global routing                         33  oResult[15]  iData_A[1]        1.02
after CTS                                    33  oResult[15]  iData_A[1]        1.62
No activity file was given, so power comes from the tool's default toggle rates.
